==> design.v <==
module adder(
  input clk,
  input reset,
  input [3:0] a,
  input [3:0] b,
  output reg [4:0] c
  );
  always @ (posedge clk, posedge reset)
  if ( reset )
    c <= 0;
  else
    c <= a+b;
endmodule
==> run.sh <==
#!/bin/bash
# OpenROAD 26Q1-2900-gdf79404cd8, Yosys 0.63+post, stock flow scripts
make -C /OpenROAD-flow-scripts/flow DESIGN_CONFIG=/design/flow/config.mk WORK_HOME=/design/flow/orfs finish
==> config.mk <==
export PLATFORM = sky130hd
export DESIGN_NAME = adder
export DESIGN_NICKNAME = adder
export VERILOG_FILES = /design/flow/design.v
export SDC_FILE = /design/flow/constraint.sdc
export NUM_CORES = 4
export LEC_CHECK = 1
export CORE_AREA = 10 10 70 70
export DIE_AREA = 0 0 80 80
==> constraint.sdc <==
current_design adder

set clk_period 1.0
set clk_io_pct 0.2

create_clock -name clk0 -period $clk_period [get_ports {clk}]

set non_clock_inputs [all_inputs -no_clocks]
set_input_delay [expr $clk_period * $clk_io_pct] -clock clk0 $non_clock_inputs
set_output_delay [expr $clk_period * $clk_io_pct] -clock clk0 [all_outputs]
==> GITHUB_STEP_SUMMARY <==
## Implementation flow summary

| Metric | Value |
|---|---|
| Yosys warns | `1` |
| Final std cells w/o fill | `just under 90` |
| Hold_buf cts | `0` |
| Synth Area per Inst | `roughly 12 um2` |
| Post-route ant nets | `0` |
| Area Growth Syn to Fin | `87.3%` |
| Largest net degree at the start of global routing | `6` |
| Global-route wire length before repair | `993 um` |
| Register area share after synthesis | `47.2%` |
| Tool warnings | `26` |
| CP required | `0.80 ns` |
| DRC | `0` |
| Fill cells | `396` |
| Max Fclk | `1.04 GHz` |
| Mapped Cells | `22` |
| Fin crit share | `96.0%` |
| Final Core Density | `14.5%` |
| Top reg by flops | `c` |
| Final setup violating endpoints | `0` |
| Clk sinks | `5` |
| Top Registers | `c x5` |
| Synth Area in Adders | `between 20% and 30%` |
| Fp_density | `under 10%` |
| Critical Path Max Stage Delay | `0.35 ns` |
| Leak Pwr | `0.230 nW` |
| Die height | `approximately 80 um` |
| Total CTS buffers | `3` |
| CTS tree | `done` |
| Placeable Area | `3420 um2` |
| Initial antenna violation count | `0` |
| RSZ-0062 raised after global routing | `no` |
| Critical path capture point type | `output pin` |
| Slew margin rel. | `between 80 and 90%` |
| CP cell instances | `clkdlybuf4s15_1` |
| PortBufs | `14` |
| Max-slew violation count | `0` |
| CP Class | `reg -> out` |
| I/O pins | `15` |
| Top logic family | `adder cells` |
| # Cells Yosys | `22` |
| Placer Congestion | `0.660` |
| Drt total wl | `689 um` |
| Most used logic cell in the final layout | `clkbuf_2` |
| Hold Slack | `0.151 ns` |
| Setup TNS | `0 ns` |
| Max FFs per register | `5` |
| DR vias | `between 200 and 250` |
| Routed metal-1 wirelength | `170 um` |
| Top cells excl fill/tap | `clkbuf_2, dfrtp_1` |
| Yosys Chip Area | `265 um2` |
| Top Metal Used | `met4` |
| Die area | `6400 um2` |
| Clock slew at the register clock pins of the worst setup and hold paths | `0.04 ns` |
| Antenna Cells | `0` |
| Worst Max-Slew Pin Slew | `0.170 ns` |
| Site Rows | `21` |
| Number of H-tree levels | `1` |
| Post-DP HPWL | `594 um` |
| Cell Pwr Density | `1240 nW/um2` |
| Vias in the first global route | `242` |
| Synthesized area | `around 270 um2` |
| Final min period | `just under 1 ns` |
| Status | `completed` |
| Total track usage | `under 10%` |
| Sequential cell area | `between 100 and 150 um2` |
| Initial DRC count | `4` |
| WL met3 | `between 100 and 150 um` |
| Logic cell area | `149 um2` |
| Max_cap viols | `0` |
| And-or/or-and share of the synthesized area | `8.02%` |
| Die width | `80 um` |
| CP Buf/Inv Count | `1` |
| Unique cell type count in the Yosys netlist | `10` |
| Critical Path Start Type | `flop` |
| VDD IR-drop max | `0.000262 V` |
| MUX area fraction | `0%` |
| Crit Path Max Fanout | `1` |
| Share of cells above drive strength 1 | `46.5%` |
| Synth Area in XOR/XNOR | `6.60%` |
| Drt first pass iters | `2` |
| Flops out of synthesis | `5` |
| CP arrival | `0.76 ns` |
| Vias per cell | `around 2.4` |
| Wire length per cell | `a little under 8 um` |
| Top delay family on crit path | `flip-flops` |
| Simple-Gate Fraction of Synth Area | `4.72%` |
| Final Hold Vio Count | `0` |
| Hold Path Class | `in -> async` |
| Met2 wire len | `~400 um` |
| Cell total after placement | `83` |
| GRT overflow | `0` |
| Critical-path top delay cell | `dfrtp_1` |
| Clock Path Buffers | `2` |
| Clock root buffer master | `clkbuf_4` |
-- worst paths after layout --
kind                           startpoint        endpoint  slack (ns)  depth (start not counted)
max in group asynchronous           reset  c[1]$_DFF_PP0_        0.69                          2
min in group clk0                    a[0]  c[0]$_DFF_PP0_        0.21                          2
hold / removal                      reset  c[3]$_DFF_PP0_        0.15                          2
setup / recovery           c[0]$_DFF_PP0_            c[0]        0.04                          1
-- layout make-up --
type	instances	area share, %
Tap cell	46	11.6
Timing Repair Buffer	17	24.2
Inverter	5	3.78
Clock buffer	4	5.29
Sequential cell	5	25.2
Multi-Input combinational cell	12	30.0
-- per-stage QoR --
step                      setup WS (ns)  power [mW]  instance area (um2)
after CTS                       -0.0220       0.638                  515
after floorplan                  0.0146       0.295                  280
after global routing            0.00722       0.667                  497
after detailed placement         -0.576       0.415                  485
after global placement           -0.543       0.411                  485
final                            0.0397       0.616                  497
-- routing by layer --
layer  vias to the layer above  GRT usage [%]
met2                        10           4.57
li1                        109              -
met5                         -              0
met1                        97          0.941
met4                         0          0.704
met3                         2           1.36
-- cells by family (layout without fill, tap and decap cells) --
| kind of cell | count (synthesis) | after routing |
|---|---|---|
| adder cells (fa/ha/maj) | 5 | 5 |
| flip-flops | 5 | 5 |
| AND-OR/OR-AND | 3 | 3 |
| buffers and inverters | 5 | 26 |
| XOR/XNOR | 2 | 2 |
| AND/OR/NAND/NOR | 2 | 2 |
-- cell usage after synthesis --
cell type | number | area share, %
fa_1 | 1 | 7.5
nor2b_1 | 1 | 2.4
nand2b_1 | 1 | 2.4
inv_1 | 5 | 7.1
ha_1 | 4 | 19
a21oi_2 | 1 | 3.3
a21o_1 | 1 | 2.8
xnor2_1 | 2 | 6.6
o21ai_0 | 1 | 1.9
dfrtp_1 | 5 | 47
-- where the power goes --
group | switching [mW] | internal (mW) | leakage [nW]
sequential | 0.00695 | 0.233 | 0.0588
clock | 0.0809 | 0.151 | 0.0150
combinational | 0.0522 | 0.0922 | 0.156
total | 0.140 | 0.476 | 0.230
-- what timing repair did --
item | CTS | global route
endpoints found under the setup margin | 9 | 7
gates resized | 24 | 9
pin swaps | 6 | 7
setup buffers | 0 | 2
No activity file was given, so power comes from the tool's default toggle rates.
