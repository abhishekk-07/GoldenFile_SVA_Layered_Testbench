**design/flow/run.sh**
```bash
#!/bin/bash
# OpenROAD 26Q1-2900-gdf79404cd8, Yosys 0.63+post, stock flow scripts
make -C /OpenROAD-flow-scripts/flow DESIGN_CONFIG=/design/flow/config.mk WORK_HOME=/design/flow/orfs finish
```
**design/flow/config.mk**
```make
export PLATFORM = sky130hd
export DESIGN_NAME = memory
export DESIGN_NICKNAME = memory
export VERILOG_FILES = /design/flow/design.v
export SDC_FILE = /design/flow/constraint.sdc
export NUM_CORES = 4
export LEC_CHECK = 1
export CORE_UTILIZATION = 30
```
**design/flow/constraint.sdc**
```tcl
current_design memory

set clk_period 4.3
set clk_io_pct 0.2

create_clock -name clk0 -period $clk_period [get_ports {clk}]

set non_clock_inputs [all_inputs -no_clocks]
set_input_delay [expr $clk_period * $clk_io_pct] -clock clk0 $non_clock_inputs
set_output_delay [expr $clk_period * $clk_io_pct] -clock clk0 [all_outputs]
```
**design/flow/design.v**
```verilog
module memory(
  clk, 
  reset,
  wr_en,
  rd_en,
  addr,
  wdata,
  rdata
  );
  parameter ADDR_WIDTH = 10;
  parameter ADDRESS_MAX = 1024;
  input clk;
  input reset;
  input wr_en;
  input rd_en;
  input [ADDR_WIDTH-1:0] addr;
  input [7:0]  wdata;
  output reg [7:0] rdata;
  reg [7:0] mem [ADDRESS_MAX-1:0];
  always @ (posedge clk or posedge reset)
  begin
   if ( reset)
     begin
       rdata <= 0 ;    
     end
   else if ( wr_en )
     begin
       mem[addr] <= wdata ;
     end
   else if ( rd_en )
     begin
       rdata <= mem[addr];
     end
   end 
endmodule
```
==> impl_metrics.json <==
{
  "dieWidth_um": 1020,
  "toolErrorMsg": "[ERROR GRT-0116] Global routing finished with congestion. Check the congestion regions in the DRC Viewer.",
  "ys_cells": 19100,
  "initCoreUtil": 0.301,
  "ys_ff": 8200,
  "tritoncts.num_buffers": 872,
  "postCtsHoldBufs": 0,
  "yosysTopAreaCellShare": 0.786,
  "num_rows": 374,
  "yosys_area_um2": 313000,
  "gr-total-overflow": 16,
  "preCtsSetupSlack_ns": -2.87,
  "grt_pass1_wl_um": 4200000,
  "outcome": "aborted with a tool error",
  "placed_area_um2": 412000,
  "hpwlAfterDp_um": 2370000,
  "gp_congestion": 1.46,
  "grt_usage": 0.677,
  "syn_area_um2": 313000,
  "synth-edff-count": 8192,
  "avgSynthCellArea_um2": 16.4,
  "synth_area_leader_cell": "edfxtp_1",
  "ios": 30,
  "ys_async_sr_fraction": 0.000976,
  "grt_pass1_vias": 337000,
  "cts_root_buf": "clkbuf_16",
  "portBuffers": 29,
  "failed_stage": "global routing",
  "ys_seq_share": 0.787,
  "yosysWarningCount": 2,
  "yosysUniqueCellTypes": 90,
  "max-clock-path-buffers": 5,
  "die_h_um": 1020,
  "syn_inst": 19100,
  "grt_start_max_net_pins": 116,
  "flop_cell": "edfxtp_1",
  "top_cells_by_area": "edfxtp_1 79%, a22oi_1 5.9%, nor2_1 1.7%, a32oi_1 1.4%, clkbuf_1 1.0%",
  "clock_sinks": 8200,
  "cts_htree_levels": 6
}
## timing repair
action                                  4_1_cts
resized                                     478
hold endpoints to repair                      0
gates cloned                                  5
setup buffers                                77
pin swaps                                    82
endpoints found under the setup margin        8
## cells by family after synthesis
| group | count (synthesis) | share of synthesized area |
|---|---|---|
| buf+inv | 1420 | 0.0182 |
| simple gates | 4102 | 0.0646 |
| flops | 8200 | 0.787 |
| xor+xnor | 24 | 0.000696 |
| mux | 43 | 0.00140 |
| compound gates | 5315 | 0.129 |
| fa+ha+maj | 1 | 0.0000320 |
## Yosys cell counts, types with 36 or more instances
master,count
a2111oi_0,61
a211oi_1,54
a21oi_1,390
a221o_1,81
a221oi_1,195
a222oi_1,74
a22o_1,312
a22oi_1,2451
a31oi_1,127
a32o_1,129
a32oi_1,492
and3_1,66
and4_1,37
buf_1,330
buf_2,213
clkbuf_1,845
edfxtp_1,8192
mux2i_1,36
nand2_1,492
nand3_1,512
nand4_1,415
nor2_1,1454
nor3_1,563
nor4_1,212
o2111ai_1,40
o211ai_1,56
o21ai_0,185
o22ai_1,404
o2bb2ai_1,41
o32ai_1,51
or4_1,87
## per-stage QoR
stage / power, mW / std cells / hold WS, ns / TNS [ns]
after floorplan: 91.3 / 19100 / 0.431 / -7.84
after global placement: 99.3 / 39400 / 0.654 / -243.76
after detailed placement: 99.3 / 39400 / 0.641 / -181.16
after CTS: 175 / 41100 / 0.0646 / -0.790
## metal layers
layer	global-route usage	overflow
met4	0.629	1
met5	0.615	0
met2	0.747	6
met3	0.692	9
met1	0.618	0
No activity file was given, so power comes from the tool's default toggle rates.
